`flow/design.v`:
```
module adder_1b(a,b,cin,cout,sum);
	input a, b, cin;
	output cout, sum;
	wire and_cout1_out, and_cout2_out, and_cout3_out;
	and and_cout1	(and_cout1_out, b, cin);
	and and_cout2	(and_cout2_out, a, cin);
	and and_cout3	(and_cout3_out, a, b);
	or cout_or (cout, and_cout1_out, and_cout2_out, and_cout3_out);
	wire and_sum1_out, and_sum2_out, and_sum3_out, and_sum4_out;
	wire not_a_out, not_b_out, not_cin_out;
	not not_a (not_a_out, a);
	not not_b (not_b_out, b);
	not not_cin (not_cin_out, cin);
	and and_sum1 (and_sum1_out, a, not_b_out, not_cin_out);
	and and_sum2 (and_sum2_out, not_a_out, b, not_cin_out);
	and and_sum3 (and_sum3_out, not_a_out, not_b_out, cin);
	and and_sum4 (and_sum4_out, a, b, cin);
	or big_or (sum, and_sum1_out, and_sum2_out, and_sum3_out, and_sum4_out);
endmodule
module mux2_1b(out, a, b, sel);
    output out;
    input a,b,sel;
	 wire sel_n, sel_a, sel_b;
    not not_sel (sel_n, sel) ;
    and and_a (sel_a, b, sel);
    and and_b (sel_b, sel_n, a);
    or or_final (out, sel_a, sel_b);
endmodule
module mux4_1b(out, a, b, c, d, sel);
    output out;
    input a,b,c,d;
    input [1:0] sel;
	wire out_mux_1, out_mux_2;
    mux2_1b M1 (.a(a), .out(out_mux_1), .b(b), .sel(sel[0]));
    mux2_1b M2 (.out(out_mux_2),
            .a(c),
            .b(d),
            .sel(sel[0])
    );
    mux2_1b M3 (out, out_mux_1, out_mux_2, sel[1]);
endmodule
module overflow_1b(cin, cout, sum, set, overflow);
	input cin, cout, sum;
	output set, overflow;
	xor xo1 (overflow, cin, cout);
	xor xo2 (set, sum, overflow);
endmodule
module ula_1b(a,b, less, cin, op, binvert, ainvert, cout, result);
	input a, b, less,cin, binvert, ainvert;
	input [1:0] op;
	output result, cout;
	wire not_b_out;
	not not_b (not_b_out, b);
	wire not_a_out;
	not not_a (not_a_out, a);
	wire mux_binvert_out, mux_ainvert_out, not_binvert_out, not_ainvert_out;
	mux2_1b mux_ainvert (mux_ainvert_out, a, not_a_out, ainvert);
	mux2_1b mux_binvert (mux_binvert_out, b, not_b_out, binvert);
	wire sum;
	adder_1b adder (mux_ainvert_out, mux_binvert_out, cin, cout, sum);
	wire or_out, and_out;
	or ula_or (or_out, mux_ainvert_out, mux_binvert_out);
	and ula_and (and_out, mux_ainvert_out, mux_binvert_out);
	mux4_1b mux (result, and_out, or_out, sum, less, op);
endmodule
module ula_of_infinity(a, b, op, cout, result, overflow, zero);
	input [7:0] a, b;
	input [3:0] op;
	output [7:0] result;
	output overflow, cout, zero;
	wire [6:0] carry;
	wire binvert, ainvert, cin, set;
	ula_1b ula0 (a[0], b[0], set, op[2], op[1:0], op[2], op[3], carry[0], result[0]);
	ula_1b ula1 (a[1], b[1], 1'b0, carry[0], op[1:0], op[2], op[3], carry[1], result[1]);
	ula_1b ula2 (a[2], b[2], 1'b0, carry[1], op[1:0], op[2], op[3], carry[2], result[2]);
	ula_1b ula3 (a[3], b[3], 1'b0, carry[2], op[1:0], op[2], op[3], carry[3], result[3]);
	ula_1b ula4 (a[4], b[4], 1'b0, carry[3], op[1:0], op[2], op[3], carry[4], result[4]);
	ula_1b ula5 (a[5], b[5], 1'b0, carry[4], op[1:0], op[2], op[3], carry[5], result[5]);
	ula_1b ula6 (a[6], b[6], 1'b0, carry[5], op[1:0], op[2], op[3], carry[6], result[6]);
	ula_overflow ula7 (a[7], b[7], 1'b0, carry[6], op[1:0], op[2], op[3], cout, result[7], set, overflow);
	wire or0_out, or1_out, or2_out, or3_out;
	or or0 (or0_out, result[0], result[1]);
	or or1 (or1_out, result[2], result[3]);
	or or2 (or2_out, result[4], result[5]);
	or or3 (or3_out, result[6], result[7]);
	wire dual1_out, dual2_out;
	or dual_or1 (dual1_out, or0_out, or1_out);
	or dual_or2 (dual2_out, or2_out, or3_out);
	wire big_or_out;
	or big_or (big_or_out, dual1_out, dual2_out);
	not not_zero (zero, big_or_out);
endmodule
module ula_overflow(a,b, less, cin, op, binvert, ainvert, cout, result, set, overflow);
	input a, b, less,cin, binvert, ainvert;
	input [1:0] op;
	output result, cout, set, overflow;
	wire not_b_out;
	not not_b (not_b_out, b);
	wire not_a_out;
	not not_a (not_a_out, a);
	wire mux_binvert_out, mux_ainvert_out;
	mux2_1b mux_binvert (mux_binvert_out, b, not_b_out, binvert);
	mux2_1b mux_ainvert (mux_ainvert_out, a, not_a_out, ainvert);
	wire sum;
	adder_1b adder (mux_ainvert_out, mux_binvert_out, cin, cout, sum);
	wire or_out, and_out;
	or ula_or (or_out, mux_ainvert_out, mux_binvert_out);
	and ula_and (and_out, mux_ainvert_out, mux_binvert_out);
	overflow_1b overflow_origins (cin, cout, sum, set, overflow);
	mux4_1b mux (result, and_out, or_out, sum, less, op);
endmodule
```
`flow/run.sh`:
```
#!/bin/bash
# OpenROAD 26Q1-2900-gdf79404cd8, Yosys 0.63+post, stock flow scripts
make -C /OpenROAD-flow-scripts/flow DESIGN_CONFIG=/design/flow/config.mk WORK_HOME=/design/flow/orfs finish
```
`flow/config.mk`:
```
export PLATFORM = sky130hd
export DESIGN_NAME = ula_of_infinity
export DESIGN_NICKNAME = ula_of_infinity
export VERILOG_FILES = /design/flow/design.v
export SDC_FILE = /design/flow/constraint.sdc
export NUM_CORES = 4
export LEC_CHECK = 1
export CORE_AREA = 10 10 70 70
export DIE_AREA = 0 0 80 80
```
`flow/constraint.sdc`:
```
current_design ula_of_infinity

set clk_period 4.8
set clk_io_pct 0.2

create_clock -name clk0 -period $clk_period

set non_clock_inputs [all_inputs -no_clocks]
set_input_delay [expr $clk_period * $clk_io_pct] -clock clk0 $non_clock_inputs
set_output_delay [expr $clk_period * $clk_io_pct] -clock clk0 [all_outputs]
```
==> out/metrics.cfg <==
[status]
status=complete, but fails checks
violations=negative setup slack

[final_layout]
post_synthesis_to_final_layout_area_growth_pct=84.1
layout.cell_area.non_filler_um2=1930
lay_top_cells=62 x sky130_fd_sc_hd__buf_4, 16 x sky130_fd_sc_hd__clkdlybuf4s50_1, 13 x sky130_fd_sc_hd__xnor2_1, 12 x sky130_fd_sc_hd__nand2_1, 11 x sky130_fd_sc_hd__o21ai_0
mostFrequentLayoutCell=sky130_fd_sc_hd__buf_4
ff_count=0
drive_above_1_share_pct=44.8
layout.area.seq_um2=0
clk_buf_instances=0

[timing]
final-hold-violation-count=0
slew_viol_final=0
period_used_pct=100
finalCriticalPeriod_ns=4.81
setup_total_negative_slack_ns=-0.0119
rsz0062_at_grt=true
worst_hold_slack_ns=2.70
slew_headroom_pct=74.0
timing_worst_slew_pin_value_ns=0.380
final.setup.worst_slack_ns=-0.0119
clock.fmax_mhz=208
setup_violations=1

[floorplan]
die_area_um2=6400
top_level_ports=31
placementRows=21
floorplan.core_util_pct=30.7
die_w_um=80
design.core.area_um2=3420
die-height_um=80

[synth]
top_cells_by_area=sky130_fd_sc_hd__xnor2_1 13%, sky130_fd_sc_hd__xor2_1 12%, sky130_fd_sc_hd__o21ai_0 5.7%, sky130_fd_sc_hd__buf_4 5.7%, sky130_fd_sc_hd__nand2_1 4.6%
yosysWarnings=0
top_area_share_pct=13.3
netlist_area_um2=1050
count_of_mapped_cells_out_of_synthesis=154
synth.yosys.chip_area_um2=1050
synth_cell_types=44
ys_cells=154
ys_seq_share_pct=0
postSynthAreaPerCell_um2=6.82
netlist.top_cell.by_area=sky130_fd_sc_hd__xnor2_1

[power]
static-leakage-power_nw=0.865
vdd.ir_drop.worst_mv=0.0453
power_density_nw_per_um2=150

[place]
gp_routability_congestion=0.948
placement.cell_area_um2=1700
place.port_buffers=31
hpwl_um=2650

[grt]
grt_pass1_vias=1363
grt_overflow=0
grt_antenna_before_repair=0
grtUsageTotal_pct=10.0
global_route_wire_length_before_repair_um=5640
grt_start_max_net_pins=11

[worst_setup_path]
critical_path_peak_fanout=6
required_time_at_the_worst_slack_endpoint_ns=3.84
timing_worst_setup_path_type=input port to output port
cp-start-kind=input port
sort_of_element_at_the_end_of_the_critical_path=output port
critical_path_arrival_ns=3.85

[detailed_routing]
antenna_cells=0
drt-total-wl_um=3460
detail_route.first_pass.iterations=4
vias_per_cell=4.95
drt-wirelength-per-cell_um=12.4
ant_nets=0
detailed_route_via_count=1376
drcViolationCount=0
initialDrtViolationCount=46

[hold_path]
holdCritStartpoint=op[2]
hp-class=input port to output port
worst_hold_path.endpoint=zero
worstHoldPathCells=6

[job]
warnings=35
drv_cap=0

[cts]
cts-hold-fix-buffers=0

==> worst max path at each step <==
stage | endpoint | startpoint | cells past startpoint
CTS | zero | op[3] | 17
global route | zero | op[3] | 17
finish | zero | a[4] | 16
==> where the power goes <==
| group | switching [W] | leakage (nW) | internal, W | total [W] |
|---|---|---|---|---|
| sequential | 0 | 0 | 0 | 0 |
| clock | 0 | 0 | 0 | 0 |
| combinational | 0.000119 | 0.865 | 0.000171 | 0.000291 |
| total | 0.000119 | 0.865 | 0.000171 | 0.000291 |
==> cells in the mapped netlist, types with 2 or more instances <==
library cell                n
sky130_fd_sc_hd__xnor2_1   16
sky130_fd_sc_hd__xor2_1    14
sky130_fd_sc_hd__nand2_1   13
sky130_fd_sc_hd__o21ai_0   12
sky130_fd_sc_hd__a21oi_1    8
sky130_fd_sc_hd__buf_4      8
sky130_fd_sc_hd__inv_1      8
sky130_fd_sc_hd__clkbuf_1   6
sky130_fd_sc_hd__nor2_1     6
sky130_fd_sc_hd__nor3_1     5
sky130_fd_sc_hd__maj3_1     4
sky130_fd_sc_hd__nand2b_1   4
sky130_fd_sc_hd__o22ai_1    4
sky130_fd_sc_hd__mux2i_1    3
sky130_fd_sc_hd__nand3_1    3
sky130_fd_sc_hd__nor4_1     3
sky130_fd_sc_hd__and2_1     2
sky130_fd_sc_hd__and3_1     2
sky130_fd_sc_hd__buf_2      2
sky130_fd_sc_hd__buf_6      2
sky130_fd_sc_hd__fa_1       2
sky130_fd_sc_hd__nand4_1    2
sky130_fd_sc_hd__nor2b_1    2
sky130_fd_sc_hd__nor3b_1    2
sky130_fd_sc_hd__o31ai_1    2
==> critical path: stages <==
cell and delay [ns]:
sky130_fd_sc_hd__buf_2 0.14, sky130_fd_sc_hd__buf_4 0.15, sky130_fd_sc_hd__xnor2_1 0.14, sky130_fd_sc_hd__a21oi_1 0.21, sky130_fd_sc_hd__a2bb2oi_2 0.09, sky130_fd_sc_hd__o21bai_4 0.17
sky130_fd_sc_hd__maj3_2 0.30, sky130_fd_sc_hd__maj3_2 0.32, sky130_fd_sc_hd__inv_2 0.07, sky130_fd_sc_hd__fa_1 0.40, sky130_fd_sc_hd__a32oi_1 0.17, sky130_fd_sc_hd__o21ai_1 0.12
sky130_fd_sc_hd__nor3_2 0.20, sky130_fd_sc_hd__nand4_1 0.13, sky130_fd_sc_hd__nor4_2 0.15, sky130_fd_sc_hd__buf_2 0.13
==> layer usage <==
metal	vias up	track usage (%)	wire, um
met5	-	0	0
met4	0	0.352	26
met3	2	0.795	134
met2	29	18.4	1720
met1	652	12.9	1580
li1	693	-	-
==> repair_timing <==
action                     in CTS  in global routing
setup buffers                  12                  4
setup endpoints to repair       7                  5
resized                        64                 17
pin swaps                      18                 16
hold endpoints to repair        0                  0
==> per-stage QoR <==
| step | utilization, % | std cells | total power [W] | setup slack (ns) |
|---|---|---|---|---|
| final | 56.6 | 278 | 0.000291 | -0.0119 |
| after global routing | 56.6 | 278 | 0.000316 | -0.214 |
| after CTS | 55.4 | 276 | 0.000280 | -0.173 |
| after detailed placement | 49.9 | 265 | 0.000248 | -1.06 |
| after global placement | 49.9 | 265 | 0.000246 | -0.990 |
| after floorplan | - | 154 | 0.000134 | 0.00135 |
==> cell type report <==
cell class	count	area, um2
Fill cell	324	1480
Inverter	8	30.0
Multi-Input combinational cell	127	1060
Tap cell	46	57.6
Timing Repair Buffer	97	786
==> logic make-up after synthesis <==
family / synth area share (%)
adder cells (fa/ha/maj): 7.63
buffers and inverters: 14.2
AND-OR/OR-AND: 26.2
AND/OR/NAND/NOR: 24.1
XOR/XNOR: 25.0
multiplexers: 2.86
Power figures rest on the tool's default switching activity, not on a simulated workload.
